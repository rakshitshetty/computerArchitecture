File: design/flow/design.v
`timescale 1ns / 1ps
module finalproject1(led,lednext,switch,switchnext,btn, clk, a, b, c, d, e, f, g, an
    );
input [3:0] btn; 
input [4:0] switch;
input [2:0] switchnext;
input clk; 
output a, b, c, d, e, f, g;  
output [3:0] an; 
output [4:0] led;
output [2:0] lednext;
reg a, b, c, d, e, f, g;  
reg [3:0] an;
reg slow_clock;
integer count;
reg [4:0] led;
reg [2:0] lednext;
reg [4:0] dig;
reg [5:0] button0;
reg [5:0] button1;
reg [5:0] button2;
reg [5:0] button3;
always @(posedge clk) 
	create_slow_clock(clk, slow_clock); 
always @(posedge slow_clock) 
begin
	led=switch;
	lednext=switchnext;
	if (switch[4] == 0)
		begin
			an=4'b 1111;
			button0=5'b 01111;
			button1=5'b 01111;
			button2=5'b 01111;
			button3=5'b 01111;
		end
    else
      begin 
			case (an)
				4'b 1110: an=4'b 1101;	
				4'b 1101: an=4'b 1011;  
				4'b 1011: an=4'b 0111;
				4'b 0111: an=4'b 1110;
				4'b 1111:
							begin
								if(btn)
									begin
										an=4'b 0111;				
									end
								else
									begin
										an=4'b 1111;
									end
							end
				default: an=1111; 
			endcase
			case (an)
				4'b 0111:  
						begin
							if(btn == 4'b0001)
								begin
									button0=switch;
									dig=button0;  
								end
							else
								begin
									dig=button0;
								end
						end
				4'b 1011: 
						begin
							if(btn == 4'b0010)
								begin
									button1=switch;
									dig=button1;
								end
							else
								begin
									dig=button1;
								end
						end	 
				4'b 1101: 
						begin
							if(btn == 4'b0100)
								begin
									button2=switch;
									dig=button2;
								end
							else
								begin
									dig=button2;
								end
						end
				4'b1110:  
						begin
							if(btn == 4'b1000)
								begin
									button3=switch;
									dig=button3;
								end
							else
								begin
									dig=button3;
								end	
						end
			endcase 
		end
		case (dig) 
		  5'b11111:  begin   
							a=0; b=1; c=1; d=1; e=0; f=0; g=0;  
						 end
		  5'b11110:  begin    
							a=0; b=1; c=1; d=0; e=0; f=0; g=0;  
						 end
		  5'b11101:  begin   
							a=1; b=0; c=0; d=0; e=0; f=1; g=0;  
						 end
		  5'b11100:  begin    
							a=0; b=1; c=1; d=0; e=0; f=0; g=1;  
						 end
		  5'b11011:  begin    
							a=1; b=1; c=0; d=0; e=0; f=0; g=0;  
						 end
		  5'b11010:  begin    
							a=0; b=0; c=0; d=1; e=0; f=0; g=0;  
						 end
		  5'b11001:  begin    
							a=0; b=0; c=0; d=1; e=1; f=0; g=0;  
						 end
		  5'b11000:  begin    
							a=0; b=0; c=0; d=0; e=0; f=0; g=0;  
						 end
		  5'b10111:  begin   
							a=0; b=0; c=0; d=1; e=1; f=1; g=1;  
						 end
		  5'b10110:  begin    
							a=0; b=1; c=0; d=0; e=0; f=0; g=0;  
						 end	
		  5'b10101:  begin    
							a=0; b=1; c=0; d=0; e=1; f=0; g=0;  
						 end
		  5'b10100:  begin    
							a=1; b=0; c=0; d=1; e=1; f=0; g=0;  
						 end
		  5'b10011:  begin    
							a=0; b=0; c=0; d=0; e=1; f=1; g=0;  
						 end 
		  5'b10010:  begin     
							a=0; b=0; c=1; d=0; e=0; f=1; g=0;    
						 end 
		  5'b10001:  begin     
							a=1; b=0; c=0; d=1; e=1; f=1; g=1;  
						 end 
		  5'b10000:  begin    
							a=0; b=0; c=0; d=0; e=0; f=0; g=1;  
						 end 
		  5'b0????:  begin    
							a=1; b=1; c=1; d=1; e=1; f=1; g=1;  
						 end 	
		  default:  begin    
							a=1; b=1; c=1; d=1; e=1; f=1; g=1;  
						end 
		endcase 
	end
	task create_slow_clock; 
		 input clock; 
		 inout slow_clock; 
		 integer count; 
			begin 
			  if (count > 900)
				  begin 
					  count=0; 
					  slow_clock = ~slow_clock; 
				  end 
			  count = count+1;   
		  end 
	endtask 
endmodule
File: design/flow/run.sh
#!/bin/bash
# OpenROAD 26Q1-2900-gdf79404cd8, Yosys 0.63+post, stock flow scripts
make -C /OpenROAD-flow-scripts/flow DESIGN_CONFIG=/design/flow/config.mk WORK_HOME=/design/flow/orfs finish
File: design/flow/config.mk
export PLATFORM = sky130hd
export DESIGN_NAME = finalproject1
export DESIGN_NICKNAME = finalproject1
export VERILOG_FILES = /design/flow/design.v
export SDC_FILE = /design/flow/constraint.sdc
export NUM_CORES = 4
export LEC_CHECK = 1
export CORE_UTILIZATION = 40
File: design/flow/constraint.sdc
current_design finalproject1

set clk_period 2.3
set clk_io_pct 0.2

create_clock -name clk0 -period $clk_period [get_ports {clk}]

set non_clock_inputs [all_inputs -no_clocks]
set_input_delay [expr $clk_period * $clk_io_pct] -clock clk0 $non_clock_inputs
set_output_delay [expr $clk_period * $clk_io_pct] -clock clk0 [all_outputs]
==> Slide: Implementation Results <==
Synthesis and Place & Route Summary

Critical path
  – CP Capture Type: register
  – Largest delay contributor family on the critical path: flip-flops
  – R2r startpoint: slow_clock
  – WP data arrival: 0.34 ns
  – Crit path max fanout: 2
  – CP startpoint: slow_clock
  – Buf/Inv on CP: 1
  – Max incr delay on CP: 0.30 ns
  – Crit start category: register
  – Critical Path, Cell by Cell: inv_1
  – WS Path Type: reg2reg
  – Crit path DRT: 2.19 ns
  – Slowest stage cell, crit path: dfxtp_1

Global route
  – Gr usage total: 0.161
  – Total grt overflow: 0
  – Vias in the first global route: 1,377
  – Pin count of the biggest net entering global routing: 45
  – Global-route wire length before repair: 6570 um
  – Initial antenna violation count: 0

Final timing
  – Unrepaired setup endpoints after global routing: no
  – Fmax: 2210 MHz
  – Setup TNS: 0 ns
  – Register pins left without a clock: 44
  – Final Hold Vio Count: 0
  – Minimum clock period: 0.453 ns
  – Fin crit share: 0.197
  – Clock Skew: 0 ns
  – Fin. max-slew vios: 0
  – Setup violators final: 0
  – Final WS setup: 1.85 ns
  – Endpoints left unconstrained: 63
  – Worst slew pin tran: 0.803 ns
  – Worst relative slew slack: 0.463

Place
  – Routability cong.: 0.851
  – Pre-CTS setup slack: 1.84 ns
  – DP Wirelength: 2840 um
  – # port buffers: 31

Floorplanning
  – Core ar.: 4500 um2
  – I/O Pins: 32
  – Fp_density: 0.430
  – Die width: 71.6 um
  – Row count: 24
  – Die Y: 71.6 um
  – Die area: 5120 um2

Yosys
  – Asr flop ratio synth: 0
  – YS warnings: 34
  – Seq share, synth: 0.465
  – Area contributors post-synth: dfxtp_1 (47%), a21oi_1 (4.9%), nor2_1 (3.9%)
  – Syn Inst Count: 208
  – Seq cells post-synth: 45
  – Mapped Avg Cell Area: 9.31 um2
  – Ys cells: 208
  – Area leader, netlist: dfxtp_1
  – Yosys stat chip area: 1940 um2
  – Post-Syn Area: 1940 um2
  – Post-synth EDFFs: 0
  – Synth Flop Type: dfxtp_1
  – Cell variety after synth: 47
  – Area leader share: 0.465

Clocking
  – Insertion delay at the late pin of the worst-skew pair: 0 ns
  – Post-cts gate resize count: 0
  – Post-CTS setup buffers: 0
  – Hold_buf cts: 0
  – Clock transition at path regs: 0 ns

Finish
  – Fin util: 0.506
  – Filler cell count: 436
  – Top Layout Cells: dfxtp_1 (45), clkdlybuf4s50_1 (31), nor2_1 (20)
  – Most frequent logic cell in the layout: dfxtp_1
  – Syn-to-layout area delta: 17.8%
  – Layout cells sized above 1: 0.0862

Routing
  – Via count: 1,556
  – Total wire length: 3760 um
  – DR iter-0 viols: 74
  – DRT Pass-1 Iters: 4
  – Final ANT Viol Nets: 0
  – Ant diodes: 0
  – Residual DRC count: 0
  – Wire per inst: 13.2 um
  – DR vias/cell: 5.48

Pwr
  – Power density over the cells: 55.7 nW/um2
  – Lkg Pwr: 0.000855 uW
  – Peak supply drop: 0.0806 mV

Outcome
  – Status: completed

Min path
  – Hold Crit Class: reg2reg
  – HP Start: slow_clock

Flow run
  – Max-cap viol count: 0
  – OpenROAD warning count: 28
report_power, final:
part	switching [uW]	internal (uW)
sequential	0	20.2
clock	0	0
combinational	60.4	46.4
total	60.4	66.6
stage by stage:
step           cells  area (um2)  hold slack (ns)  total power [uW]
2_1_floorplan    208        1940            0.687              83.1
3_3_place_gp     284        2280            0.362               125
3_5_place_dp     284        2280            0.365               126
4_1_cts          284        2280            0.366               127
5_1_grt          284        2280            0.386               137
6_report         284        2280            0.363               127
logic make-up (layout without fill, tap and decap cells):
family,after synthesis,in the layout,share of synthesized area
fa+ha+maj,1,1,0.00582
flops,45,45,0.465
buf+inv,19,43,0.0446
mux,5,5,0.0259
compound gates,66,66,0.255
simple gates,71,71,0.198
xor+xnor,1,1,0.00453
registers in the layout, summed over array words and instances, names as in the netlist, 3 cells and up:
register  flops
lednext       3
an            4
led           5
button0       5
dig           5
button1       5
button3       5
button2       5
routing by layer:
layer	up-vias	GRT usage	routed length (um)
met1	714	0.286	2100
li1	816	-	-
met4	0	0	0
met2	26	0.242	1580
met5	-	0	0
met3	0	0.00571	67
synth_stat cells, types with 3 or more instances:
master     instances
and4b_1            3
o221ai_1           3
dfxtp_1           45
nand2_1           16
nand3_1           10
o21a_1             3
clkbuf_1           8
mux2i_1            5
nor2_1            20
o21ai_0           14
o211ai_1           4
or4b_2             3
a21oi_1           19
nor2b_1            4
inv_1              7
o2111ai_1          4
area by class of cell:
cell class	instances	area [um2]	area share
inverters	9	33.8	0.0148
well taps	52	65.1	0.0285
multi-input cells	144	948	0.416
flip-flops and latches	45	901	0.395
repair buffers	34	333	0.146
worst paths after layout:
| path | endpoint | slack (ns) | cells after the start |
|---|---|---|---|
| max reg2reg | slow_clock | 1.85 | 1 |
| min reg2reg | slow_clock | 0.36 | 1 |
| max | slow_clock | 1.85 | 1 |
| min | slow_clock | 0.36 | 1 |
Power figures rest on the tool's default switching activity, not on a simulated workload.
