==> flow/run.sh <==
#!/bin/bash
# OpenROAD 26Q1-2900-gdf79404cd8, Yosys 0.63+post, stock flow scripts
make -C /OpenROAD-flow-scripts/flow DESIGN_CONFIG=/design/flow/config.mk WORK_HOME=/design/flow/orfs finish
==> flow/constraint.sdc <==
current_design AProject2

set clk_period 6.2
set clk_io_pct 0.2

create_clock -name clk0 -period $clk_period [get_ports {clk}]

set non_clock_inputs [all_inputs -no_clocks]
set_input_delay [expr $clk_period * $clk_io_pct] -clock clk0 $non_clock_inputs
set_output_delay [expr $clk_period * $clk_io_pct] -clock clk0 [all_outputs]
==> flow/config.mk <==
export PLATFORM = sky130hd
export DESIGN_NAME = AProject2
export DESIGN_NICKNAME = AProject2
export VERILOG_FILES = /design/flow/design.v
export SDC_FILE = /design/flow/constraint.sdc
export NUM_CORES = 4
export LEC_CHECK = 1
export CORE_UTILIZATION = 40
==> flow/design.v <==
`timescale 1ns / 1ps
module AProject2(led,lednext,switch,switchnext,btn, clk, a, b, c, d, e, f, g, an
    );
input [3:0] btn; 
input [4:0] switch;
input [2:0] switchnext;
input clk; 
output a, b, c, d, e, f, g;  
output [3:0] an; 
output [4:0] led;
output [2:0] lednext;
reg a, b, c, d, e, f, g;  
reg [3:0] an;
reg slow_clock;
integer i;
integer count;
integer led_count;
integer guess=0;
integer guess_count=0;
integer guess_count2=0;
integer guess_count3=0;
reg countPL1=0;
reg countPL2=0;
reg countPL2values=0;
reg tempcount=0;
reg equaltemp=0;
reg freeze=0;
reg switchnextcount=0;
reg [4:0] led;
reg [2:0] lednext;
reg [4:0] dig;
reg [5:0] button0=5'b 00000;
reg [5:0] button1=5'b 00000;
reg [5:0] button2=5'b 00000;
reg [5:0] button3=5'b 00000;
reg [5:0] player1_0;
reg [5:0] player1_1;
reg [5:0] player1_2;
reg [5:0] player1_3;
reg [5:0] player2_0;
reg [5:0] player2_1;
reg [5:0] player2_2;
reg [5:0] player2_3;
reg [19:0] player1_full;
reg [19:0] player2_full;
always @(posedge clk) 
	create_slow_clock(clk, slow_clock); 
always @(posedge slow_clock) 
begin
	if(freeze==0)
	begin
		led=switch;
		lednext=switchnext;
	end
	if (switch[4] == 0)                                 
	begin
		an=4'b 1111;
		button0=5'b00000;							
		button1=5'b10001;							
		button2=5'b00001;							
		button3=5'b00100;	
		countPL1=0;
		countPL2=0;
		countPL2values=0;
		tempcount=0;
		equaltemp=0;
		freeze=0;
		guess=0;
		guess_count=0;
		guess_count2=0;
		guess_count3=0;			
		player1_0=0;
		player1_1=0;
		player1_2=0;
		player1_3=0;
		player2_0=0;
		player2_1=0;
		player2_2=0;
		player2_3=0;
		player1_full=0;
		player2_full=0;			
	end
   else
		if(freeze==1)
		begin
			if (led_count > 5000) 
			begin 
				led_count=0;
				led=~led; 
				lednext=~lednext;
			end 
			led_count = led_count+1; 
		end
		if(switchnext[2]==1)								 
		begin
			if(switchnextcount==0)
			begin
				button0=player2_0;
				button1=player2_1;
				button2=player2_2;
				button3=player2_3;
				switchnextcount=1;
			end	
		end
		else
		begin
		switchnextcount=0;
		end
	 	if(switchnext[1]==0)									 
		begin
			if(countPL1==0)
			begin
				button0=5'b00000;
				button1=5'b10001;
				button2=5'b00001;
				button3=5'b00100;	
				countPL1=1;
				countPL2=0;
			end
		end
      begin 
			case (an)
				4'b 1110: an=4'b 1101;	
				4'b 1101: an=4'b 1011;  
				4'b 1011: an=4'b 0111;
				4'b 0111: an=4'b 1110;
				4'b 1111:an=4'b 0111;				
				default: an=1111; 
			endcase
			case (an)
				4'b 0111:  
				begin
					if(btn == 4'b0001)
					begin
						if(freeze==0)
						begin
							button0=switch;
							dig=button0;  
						end			
					end
					else
					begin
						dig=button0;
					end
				end
				4'b 1011: 
				begin
					if(btn == 4'b0010)
					begin
						if(freeze==0)
						begin								
							button1=switch;
							dig=button1;
						end
					end
					else
					begin
						dig=button1;
					end
				end	 
				4'b 1101: 
				begin
					if(btn == 4'b0100)
					begin
						if(freeze==0)
						begin								
							button2=switch;
							dig=button2;
						end
					end
					else
					begin
						dig=button2;
					end
				end
				4'b1110:  
				begin
					if(btn == 4'b1000)
					begin
						if(freeze==0)
						begin
							button3=switch;
							dig=button3;
						end
					end
					else
					begin
						dig=button3;
					end	
				end
			endcase
			if(switchnext[1]==1)														 
			begin
				if(countPL2==0)
				begin
					player1_0=button0;						     					 
					player1_1=button1;
					player1_2=button2;
					player1_3=button3;
					player1_full[4:0]=player1_0;
					player1_full[9:5]=player1_1;
					player1_full[14:10]=player1_2;
					player1_full[19:15]=player1_3;
					button0=5'b00000;
					button1=5'b10010;
					button2=5'b00001;
					button3=5'b00100;	
					countPL1=0;
					countPL2=1;
				end
				if(switchnext[0]==1)													 
				begin
					if(countPL2values==0)
					begin					
						player2_0=button0;						     					 
						player2_1=button1;
						player2_2=button2;
						player2_3=button3;
						player2_full[4:0]=player2_0;
						player2_full[9:5]=player2_1;
						player2_full[14:10]=player2_2;
						player2_full[19:15]=player2_3;								
						countPL2values=1;
					end
				end
				if(switchnext[0]==0)													 
				begin
					if(countPL2values==1)
					begin
						if(player2_full < player1_full)     					 
						begin
							button0=5'b 00000;
							button1=5'b 00011;
							button2=5'b 00001;
							button3=5'b 10010;
							guess=guess+1;
							countPL2values=0;
						end
						if(player2_full > player1_full)      					 
						begin
							button0=5'b 00000;
							button1=5'b 00101;
							button2=5'b 00010;
							button3=5'b 10010;
							guess=guess+1;
							countPL2values=0;
						end
						if(player2_full == player1_full)
						begin
							if(equaltemp==0)
							begin
								guess=guess+1;
								equaltemp=1;
							end
							if(guess>=1000 && guess<10000)
							begin
								guess=guess-1000;
								guess_count3=guess_count3+1;
							end												
							if(guess>=100 && guess<1000)
							begin
								guess=guess-100;
								guess_count2=guess_count2+1;
							end
							if(guess>=10 && guess<100)
							begin
								guess=guess-10;
								guess_count=guess_count+1;													
							end
							if(guess<10)
							begin
								if(tempcount==0)
								begin
									guess=guess+16;
									guess_count=guess_count+16;
									guess_count2=guess_count2+16;
									guess_count3=guess_count3+16;														
									tempcount=1;
								end
								button0=guess;
								button1=guess_count;
								button2=guess_count2;
								button3=guess_count3;
								led=0;
								lednext=0;
								countPL2values=0;
								freeze=1;
							end
						end											
					end
				end
			end
		end
		case (dig) 
		  5'b11111:  begin   
							a=0; b=1; c=1; d=1; e=0; f=0; g=0;  
						 end
		  5'b11110:  begin    
							a=0; b=1; c=1; d=0; e=0; f=0; g=0;  
						 end
		  5'b11101:  begin   
							a=1; b=0; c=0; d=0; e=0; f=1; g=0;  
						 end
		  5'b11100:  begin    
							a=0; b=1; c=1; d=0; e=0; f=0; g=1;  
						 end
		  5'b11011:  begin    
							a=1; b=1; c=0; d=0; e=0; f=0; g=0;  
						 end
		  5'b11010:  begin    
							a=0; b=0; c=0; d=1; e=0; f=0; g=0;  
						 end
		  5'b11001:  begin    
							a=0; b=0; c=0; d=1; e=1; f=0; g=0;  
						 end
		  5'b11000:  begin    
							a=0; b=0; c=0; d=0; e=0; f=0; g=0;  
						 end
		  5'b10111:  begin   
							a=0; b=0; c=0; d=1; e=1; f=1; g=1;  
						 end
		  5'b10110:  begin    
							a=0; b=1; c=0; d=0; e=0; f=0; g=0;  
						 end	
		  5'b10101:  begin    
							a=0; b=1; c=0; d=0; e=1; f=0; g=0;  
						 end
		  5'b10100:  begin    
							a=1; b=0; c=0; d=1; e=1; f=0; g=0;  
						 end
		  5'b10011:  begin    
							a=0; b=0; c=0; d=0; e=1; f=1; g=0;  
						 end 
		  5'b10010:  begin     
							a=0; b=0; c=1; d=0; e=0; f=1; g=0;    
						 end 
		  5'b10001:  begin     
							a=1; b=0; c=0; d=1; e=1; f=1; g=1;  
						 end 
		  5'b10000:  begin    
							a=0; b=0; c=0; d=0; e=0; f=0; g=1;  
						 end 
		  5'b00001:  begin    
							a=1; b=1; c=1; d=0; e=0; f=0; g=1;     
						 end
		  5'b00010:  begin    
							a=1; b=0; c=0; d=1; e=0; f=0; g=0;     
						 end	
		  5'b00011:  begin    
							a=1; b=1; c=0; d=0; e=0; f=1; g=0;     
						 end			 
		  5'b00100:  begin    
							a=0; b=0; c=1; d=1; e=0; f=0; g=0;     
						 end
		  5'b00101:  begin    
							a=1; b=1; c=1; d=1; e=0; f=1; g=1;     
						 end
		  5'b00110:  begin    
							a=1; b=0; c=0; d=0; e=0; f=0; g=1;     
						 end
		  5'b00111:  begin    
							a=0; b=1; c=0; d=0; e=1; f=0; g=1;     
						 end
		  5'b01000:  begin    
							a=1; b=0; c=0; d=0; e=1; f=0; g=0;     
						 end					 
		  5'b00000:  begin    
							a=1; b=1; c=1; d=1; e=1; f=1; g=1;      
						 end 	
		  default:  begin    
							a=1; b=1; c=1; d=1; e=1; f=1; g=1;  
						end 
		endcase 
	end
	task create_slow_clock;
		 input clock; 
		 inout slow_clock; 
		 integer count; 
			begin 
			  if (count > 900)							 
				  begin 
					  count=0; 
					  slow_clock = ~slow_clock; 
				  end 
			  count = count+1;   
		  end 
	endtask
endmodule
==> Slide: Implementation Results <==
Run Summary

Run status
  – Status: finished clean

Synthesis
  – Register share after synthesis: 0.264
  – # Cells Yosys: a little over 2000
  – Synth Cell Area: ~16000 µm²
  – Cell Type Count: about 100
  – EDFF count, synth: 32
  – Yosys top cell by area: dfxtp_1
  – Biggest area cells: dfxtp_1, nand2_1, xnor2_1, edfxtp_1, nor2_1
  – Synthesized area per cell: ~7.6 µm²
  – Post-synth regs: ~190
  – Commonest flop: dfxtp_1
  – Async S/R FF share, synth: 0
  – Top cell area share: 0.203
  – Synth Instances: 2063
  – Synth warn: 33
  – Area reported by Yosys stat: approximately 16000 µm²

Timing
  – Final hold vios: 0
  – Minimum hold slack: ~0.60 ns
  – Final setup violation count: 0
  – Post-layout period usage: 0.134
  – Endpoints left unconstrained: between 200 and 250
  – Register pins left without a clock: ~190
  – Final worst path period need: 0.828 ns
  – Slew HR: 0.299
  – Worst-Margin Slew: between 1 and 1.5 ns
  – Total negative slack: 0 ns
  – Fmax: between 1000 and 1500 MHz
  – Unrepaired setup endpoints after global routing: false
  – Max-slew violations: 0
  – Setup Skew: 0 ns

Power
  – VDD IR max: approximately 23 µV
  – Power per cell area: 15.1 nW/µm²
  – LEAKAGE: 5.51 nW
  – Power Total: 0.250 mW

GRT
  – Initial antenna violation count: 0
  – Pin count of the biggest net entering global routing: 79
  – First-pass GRT wire length: between 70000 and 80000 µm
  – GRT Total Usage: 0.251
  – Number of global-route vias before repair: 13825
  – Total global routing overflow: 0

Drt
  – Remaining DRCs: 0
  – First-pass DRT Iterations: 5
  – Routed WL per cell: just under 20 µm
  – DRT iter0 DRCs: between 1000 and 1500
  – Routed vias/inst: 6.10
  – Routed Antenna Nets: 0
  – Detailed Route WL: between 40000 and 50000 µm
  – Diode count: 0
  – Vias: about 15000

Placed design
  – RePlAce Congestion: roughly 0.95
  – Placed wire-length estimate: 37700 µm
  – PortBufs: 31

Layout
  – Layout cells sized above 1: 0.0589
  – Area growth from synthesis to layout: 5.12%

Flow run
  – Max Cap Viol: 0
  – Tool warning count: 35

Die
  – Core Region: just under 40000 µm²
  – Die H: about 200 µm
  – Rows: 72
  – FP Util: 0.406
  – I/O Pins: 32
  – Die area: 40000 µm²
  – Chip width: about 200 µm

Critical path
  – Crit path buffers/inverters: 1
  – CP top delay family: flip-flops
  – Worst Path Arrival: about 0.69 ns
  – Max stage delay on crit path: slightly above 0.6 ns
  – Critical Path Fanout Max: 50
  – Crit. End Element: flip-flop
  – Worst setup SP type: flip-flop
  – Crit path max-delay cell type: dfxtp_4
  – WS Path Type: flip-flop to flip-flop
  – Crit path cell chain: inv_1
  – WP data required: ~6.1 ns

Clocking
  – CTS resizes: 0
  – CTS Hold Bufs: 0
  – Post-CTS Setup Inserts: 0
  – Worst-path clk slew: 0 ns
  – Latency at later pin: 0 ns

Worst hold path
  – Hold Path Class: flip-flop to flip-flop
layout make-up:
class | count | area [µm²]
well taps | 518 | 648
fillers | 3866 | 22200
multi-input cells | 1720 | 10900
repair buffers | 69 | 593
flip-flops and latches | 191 | 4150
inverters | 41 | 154
final timing paths:
| kind | slack [ns] | cells after the start | to | start |
|---|---|---|---|---|
| setup / recovery | 5.37 | 1 | slow_clock$_DFF_P_ | slow_clock$_DFF_P_ |
| hold / removal | 0.60 | 1 | slow_clock$_DFF_P_ | slow_clock$_DFF_P_ |
| setup reg to reg | 5.37 | 1 | slow_clock$_DFF_P_ | slow_clock$_DFF_P_ |
| hold reg to reg | 0.60 | 1 | slow_clock$_DFF_P_ | slow_clock$_DFF_P_ |
metal layers:
metal | part of all wire | up-vias | global-route usage | wire [µm]
li1 | - | 7547 | - | -
met3 | 0.067 | 67 | 0.0303 | 3280
met1 | 0.47 | 7323 | 0.386 | 23000
met2 | 0.44 | 539 | 0.389 | 21700
met4 | 0.019 | 0 | 0.0399 | 933
met5 | 0 | - | 0 | 0
kinds of logic (layout without fill, tap and decap cells):
logic type | count (synthesis) | in the layout | synth area share
simple gates | 936 | 936 | 0.311
mux | 50 | 50 | 0.0330
buf+inv | 152 | 110 | 0.0399
flops | 191 | 191 | 0.264
xor+xnor | 183 | 183 | 0.103
fa+ha+maj | 38 | 38 | 0.0303
compound gates | 513 | 513 | 0.218
per-stage QoR:
step	instances	setup slack [ns]	util	instance area [µm²]
detailed placement	2539	5.36	0.426	16500
global placement	2539	5.33	0.426	16500
CTS	2539	5.35	0.426	16500
floorplan	2063	3.33	-	15700
global route	2539	5.30	0.426	16500
finish	2539	5.37	0.426	16500
Yosys cell counts (32+ instances only):
cell / n
a22o_1: 42
nand4_1: 69
edfxtp_1: 32
nand2_1: 266
dfxtp_1: 159
inv_1: 38
o21ai_0: 105
mux2i_1: 40
a21oi_1: 112
xor2_1: 69
nand3_1: 96
and2_1: 33
ha_1: 38
nor2_1: 170
nor3_1: 69
xnor2_1: 112
nor4_1: 45
clkbuf_1: 77
o21ai_1: 38
flip-flops by register name, summed over array words and instances, names as in the netlist, 20 cells and up:
register      cells
player1_full     20
led_count        32
player2_full     20
guess            32
cell usage in the layout, fill, tap and decap left out, types with 9 or more instances in the layout:
master           synthesis  routed
a211oi_1                17      17
o21ai_0                105     105
clkdlybuf4s50_1          0      30
a22o_1                  42      42
and2_1                  33      33
edfxtp_1                32      32
nand2_1                266     266
a22oi_1                  9       9
nor3_1                  69      68
a21o_1                  18      18
nor4b_1                  9       9
mux2i_1                 40      40
nand3_1                 96      96
o22ai_1                 24      24
ha_1                    38      38
and3_1                  24      24
xnor2_1                112     112
o21ai_1                 38      38
o211ai_1                11      11
a32oi_1                  9       9
xor2_1                  69      69
nor2b_1                 10      10
nand4_1                 69      69
o21a_1                   9       9
nor2_1                 170     170
or3_1                   25      25
dfxtp_1                159     158
o22a_1                   9       9
or2_2                   17      17
buf_4                    7      39
nor4_1                  45      44
nand2b_1                18      18
a31oi_1                 25      25
nand4b_1                11      11
or4_1                   19      19
inv_1                   38      38
a21oi_1                112     111
report_power, final:
group,leakage (nW),switching (mW),internal (mW)
combinational,4.03,0.166,0.0751
clock,0,0,0
sequential,1.48,0,0.00842
total,5.51,0.166,0.0835
Power figures rest on the tool's default switching activity, not on a simulated workload.
